--- ./run.sh ---
#!/bin/bash
# OpenROAD 26Q1-2900-gdf79404cd8, Yosys 0.63+post, stock flow scripts
make -C /OpenROAD-flow-scripts/flow DESIGN_CONFIG=/design/flow/config.mk WORK_HOME=/design/flow/orfs finish
--- ./config.mk ---
export PLATFORM = sky130hd
export DESIGN_NAME = ID_EX_reg
export DESIGN_NICKNAME = ID_EX_reg
export VERILOG_FILES = /design/flow/design.v
export SDC_FILE = /design/flow/constraint.sdc
export NUM_CORES = 4
export LEC_CHECK = 1
export CORE_AREA = 10 10 229 229
export DIE_AREA = 0 0 239 239
--- ./constraint.sdc ---
current_design ID_EX_reg

set clk_period 1.0
set clk_io_pct 0.2

create_clock -name clk0 -period $clk_period [get_ports {clk}]

set non_clock_inputs [all_inputs -no_clocks]
set_input_delay [expr $clk_period * $clk_io_pct] -clock clk0 $non_clock_inputs
set_output_delay [expr $clk_period * $clk_io_pct] -clock clk0 [all_outputs]
--- ./design.v ---
module ID_EX_reg (
    input clk,regWrite,hold,
    input [31:0] inst,pc_increase_result,operand_1,operand_2,sign_extended,
    input [4:0] aluctrl,destReg,src1,src2,
    input MemWrite,memtoreg,branch,jump,shift,alu_src,is_byte,
    output reg regWrite_out,
    output reg [31:0] inst_out,pc_increase_result_out,operand_1_out,operand_2_out,sign_extended_out,
    output reg [4:0] aluctrl_out,destReg_out,src1_out,src2_out,
    output reg MemWrite_out,memtoreg_out,branch_out,jump_out,shift_out,alu_src_out,is_byte_out
);
always @(posedge clk) begin
    if (~hold) begin
        regWrite_out<=regWrite;
        inst_out<=inst;
        pc_increase_result_out<=pc_increase_result;
        operand_1_out<=operand_1;
        operand_2_out<=operand_2;
        sign_extended_out<=sign_extended;
        aluctrl_out<=aluctrl;
        destReg_out<=destReg;
        src1_out<=src1;
        src2_out<=src2;
        MemWrite_out<=MemWrite;
        memtoreg_out<=memtoreg;
        branch_out<=branch;
        jump_out<=jump;
        shift_out<=shift;
        alu_src_out<=alu_src;
        is_byte_out<=is_byte;
    end
end
endmodule
==> results.txt <==
Purpose: to document the outcome of synthesis and place and route.

Die
The area of the core is 47550 um^2. The floorplan core density is 11.88%. According to the I/O placement log, the pin count is 378. The die area is 57120 um^2. The height of the chip is 239 um.

The floorplan step set the die width to 239 um. According to the floorplan log, the row count is 80.

Synthesis
The synthesized area per cell is 29.89 um^2. Once synthesis finished, the tally of register bits stood at 188. The yosys cell count is 189.

The portion of synthesized cell area occupied by the leading cell type is 99.93%. For reference, the top cells by area after synthesis are sky130_fd_sc_hd__edfxtp_1 (100%), sky130_fd_sc_hd__inv_1 (0.066%). The number of warnings reported in the yosys synthesis log is 1. In this run, the synthesized area fraction spent on adder and majority cells is recorded as 0%. The synthesized-area fraction occupied by xor and xnor cells is 0%. After synthesis, flip-flops and latches occupy 99.93% of the total area.

The dominant combinational cell family by area after synthesis is buffers and inverters. Synthesis produced 189 cells. The area share of and/or/nand/nor cells after synthesis is 0%. The post-synthesis cell type count is 2. The post-synthesis chip area from yosys is 5649 um^2. Looking at area per cell type in the netlist, the leader is sky130_fd_sc_hd__edfxtp_1. The fraction of synthesized area in multiplexers is 0%. The AND-OR/OR-AND share of the synthesized area is 0%.

The combined area of all synthesized cells is 5649 um^2.

Finish
In the final layout, the fill cell count is 5031. Per the final layout report, the fraction of cells sized above drive strength 1 comes to 38.71%. The area of the multi-input gates is 0 um^2. Between the synthesized netlist and the finished layout, the area growth was recorded as 78.10%. 0 cells are multi-input combinational gates.

For this run, the number of standard cells in the final layout without fillers is 1235.

Route
The starting DRC count in detailed routing is 92. The total via count in the routed design is 3562. The routed design shows a wire length per standard cell of 16.28 um.

In the routed layout, each cell is associated on average with a via count of 2.884. Once detail routing completed, the nets flagged for antenna violations numbered 0. For this run, design rule violations remaining after detail routing come to 0. The wire length after detailed routing is 20110 um. The repair_antennas step left the layout with diodes totalling 0. The first detailed-routing pass ran for 4 iterations.

Min path
The class of the most critical hold timing path is primary input to flip-flop. The hold path endpoint is operand_1_out[15]. The number of cells on the worst hold path is listed as 1.

The worst hold path begins at operand_1[15].

Worst setup path
The STA report counts the stages on the worst setup path as 1. The maximum fanout count along the critical path is 1. The worst setup path is captured at an output pin.

The longest individual stage delay on the worst path is 0.42 ns. The required time at the worst-slack endpoint is 0.80 ns. Among cell families on the critical path, the largest total delay comes from flip-flops. Data arrives at the worst endpoint at 1.03 ns. The critical path in this run is classified as flip-flop to output pin. The slowest stage cell on the critical path is sky130_fd_sc_hd__edfxtp_1. The worst setup path is launched from a flip-flop.

The number of buffers and inverters on the critical path is 1. The signal on the critical path passes through buf_2.

Timing
The transition at the pin with the smallest max-transition slack is 0.2364 ns. Headroom to the max-slew limit came out at 84.24%. Endpoints with negative setup slack in the final report add up to 217. The final hold violation count is 0. The critical path in the final layout is reported with a setup slack of -0.2348 ns. Pins over their slew limit in the final report were tallied at 0. The most critical hold endpoint after final layout shows a slack of 0.2781 ns. Setup repair after global routing could not meet its margin everywhere.

The minimum clock period after layout is 1.235 ns. The part of the cycle the worst path needs is 123.5%. The maximum frequency from static timing analysis is 0.8098 GHz.

Power and ir drop
Power spread over the standard cell area amounts to 1724 nW/um^2. The switching part of the total power is 20.15%. The static power due to leakage is 0.003726 uW. Summing internal, switching and leakage power gives 17340 uW. The total net switching power is 3494 uW. The combinational group share of total power is 9.2%. The portion of total power attributed to the clock network is 36.0%.

The internal power summed over all cells is 13850 uW. Registers are responsible for 54.8% of the overall power. The peak supply drop is 1.466 mV.

Status
The checks that failed: setup timing. The flow ran to the end, but the final reports show violations.

Clocking
The clock slew at the register clock pins of the worst setup and hold paths is 0.07 ns. The clock sink count is 188. The number of buffers inserted by hold repair at cts is 0.

The maximum number of buffers from clock root to sink is 2. The root buffer cell is sky130_fd_sc_hd__clkbuf_16. CTS added clock buffers totalling 17.

The CTS tree is yes. The maximum level of the CTS H-tree is 4.

Global routing
The total routing usage reported by global routing is 6.889%. Entering global routing, the biggest net connects 27 pins. Global routing finished with a remaining overflow of 0.

The number of global-route vias before repair is 3977. The first global-routing pass estimated 27930 um of wire. The number of antenna violations at the first check in global routing is 1.

Run
Warnings raised by the tools during the run amount to 28. In this run the maximum-capacitance check reported violations numbering 0.

Placed design
At the end of routability-driven placement, the weighted congestion stood at 0.8095. Including well taps, the total number of placed cells is 1203. The count of buffers inserted at the top-level ports is 377. The detailed placement HPWL is 16560 um.
power groups by stage:
stage	Clock, uW	Sequential (uW)	Combinational, uW
after CTS	6610	9510	1650
after global routing	6870	9560	1760
final	6240	9500	1600
cells in the mapped netlist:
cell type	count
sky130_fd_sc_hd__edfxtp_1	188
sky130_fd_sc_hd__inv_1	1
timing repair:
item                       CTS  global route
resized                    627             4
cloned                       0             0
buffers inserted             0             1
setup endpoints to repair  188           190
pin swaps                    0             0
through the flow:
stage / instance area (um^2) / TNS [ns] / utilization (%) / setup slack, ns
final: 10060 / -29.14 / 21.16 / -0.2348
after global routing: 10060 / -42.97 / 21.16 / -0.3170
after CTS: 10040 / -41.55 / 21.12 / -0.3147
after detailed placement: 10450 / -89.21 / 21.98 / -0.5001
after global placement: 10450 / -90.48 / 21.98 / -0.5019
after floorplan: 5653 / -437.71 / - / -2.328
sequential cells by signal (all words and copies together) (netlist names):
signal,flops
shift_out,1
branch_out,1
alu_src_out,1
memtoreg_out,1
pc_increase_result_out,32
MemWrite_out,1
jump_out,1
destReg_out,5
operand_2_out,32
aluctrl_out,5
regWrite_out,1
inst_out,32
src1_out,5
src2_out,5
operand_1_out,32
is_byte_out,1
sign_extended_out,32
logic make-up after synthesis:
logic type,after synthesis
buf+inv,1
flops,188
layer usage:
metal  share of wire, %  track usage (%)
met1                 34            7.235
met2                 46            10.76
met3                 17            5.378
met4                2.4            1.408
met5                  0                0
how the worst max path moves through the flow:
stage	start	endpoint	slack [ns]
6_report	MemWrite_out	MemWrite_out	-0.23
5_1_grt	aluctrl_out[2]	aluctrl_out[2]	-0.32
4_1_cts	aluctrl_out[2]	aluctrl_out[2]	-0.31
cells in the final DEF, fill, tap and decap left out:
master,count
sky130_fd_sc_hd__clkinv_4,2
sky130_fd_sc_hd__buf_6,2
sky130_fd_sc_hd__clkbuf_16,17
sky130_fd_sc_hd__buf_2,186
sky130_fd_sc_hd__clkdlybuf4s50_1,189
sky130_fd_sc_hd__buf_12,7
sky130_fd_sc_hd__inv_6,1
sky130_fd_sc_hd__clkinvlp_4,3
sky130_fd_sc_hd__edfxtp_1,188
sky130_fd_sc_hd__bufinv_16,1
sky130_fd_sc_hd__clkinv_1,1
sky130_fd_sc_hd__buf_4,16
sky130_fd_sc_hd__clkinv_2,5
sky130_fd_sc_hd__clkbuf_1,2
cell type report:
class                 instances  area (um^2)  area share (%)
timing repair buffer        400         3105           30.87
clock inverter               12        100.1          0.9949
clock buffer                 19        432.9           4.303
inverter                      1        7.507         0.07462
tap                         615        769.5           7.648
sequential                  188         5645           56.11
No activity file was given, so power comes from the tool's default toggle rates.
