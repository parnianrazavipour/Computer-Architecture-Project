==> flow/design.v <==
module floatMultilier (input [31:0]A,
                                 input [31:0]B,
                                 output reg  [31:0] result);
wire overflow, underflow, exception;
reg [23:0] mantissa_A,mantissa_B;
reg [22:0] mantissa;
reg [47:0] mantissa_temp;
reg [7:0] exp_A,exp_B,exp_temp,exp;
reg sign_A,sign_B,sign;
always@(*) begin
    mantissa_A = {1'b1,A[22:0]};
    exp_A = A[30:23];
    sign_A = A[31];
    mantissa_B = {1'b1,B[22:0]};
    exp_B = B[30:23];
    sign_B = B[31];
    exp_temp = exp_A+exp_B-127;
    mantissa_temp = mantissa_A*mantissa_B;
    if(mantissa_temp[47] == 1'b1) begin
        mantissa = mantissa_temp[46:24];
        exp = exp_temp+1'b1;
    end
    else begin
        mantissa = mantissa_temp[45:23];
        exp = exp_temp;
    end
    sign = sign_A^sign_B;
    result = {sign,exp,mantissa};
end
endmodule
==> flow/run.sh <==
#!/bin/bash
# OpenROAD 26Q1-2900-gdf79404cd8, Yosys 0.63+post, stock flow scripts
make -C /OpenROAD-flow-scripts/flow DESIGN_CONFIG=/design/flow/config.mk WORK_HOME=/design/flow/orfs finish
==> flow/config.mk <==
export PLATFORM = sky130hd
export DESIGN_NAME = floatMultilier
export DESIGN_NICKNAME = floatMultilier
export VERILOG_FILES = /design/flow/design.v
export SDC_FILE = /design/flow/constraint.sdc
export NUM_CORES = 4
export LEC_CHECK = 1
export CORE_UTILIZATION = 50
==> flow/constraint.sdc <==
current_design floatMultilier

set clk_period 19.9
set clk_io_pct 0.2

create_clock -name clk0 -period $clk_period

set non_clock_inputs [all_inputs -no_clocks]
set_input_delay [expr $clk_period * $clk_io_pct] -clock clk0 $non_clock_inputs
set_output_delay [expr $clk_period * $clk_io_pct] -clock clk0 [all_outputs]
==> impl_metrics.ini <==
; implementation run metrics
[outcome]
run_status = completed

[clock_network]
ctsHoldBuffers = 0
ctsResizeCount = 0
cts.repair_timing.setup_buffer_count = 0

[grt]
antenna_found_initial = 1
track_usage = 0.293
first_global_vias = 15000
grt.overflow.total = 0
grt_start_max_net_pins = 36
grt_first_pass_wirelength_mm = 80.9

[final_timing]
post-route-period-util = 0.843
finalMaxSlewViolations = 0
worst_slew_margin_rel = 0.467
finalSetupTns_ns = 0
rsz0062_at_grt = false
crit_path_setup_slack_layout_ns = 3.12
timing.final.hold_violations = 0
setup_viol = 0
achievable-frequency_mhz = 59.6
timing_worst_slew_pin_value_ns = 0.796
final.min_clock_period_ns = 16.78

[floorplanning]
fp-utilization = 0.506
core.rowCount = 71
die_width_um = 197
fp.coreArea_um2 = 37600
io_pins = 96
fp.dieH_um = 197
design.die.area_um2 = 38800

[detailed_routing]
drt_iter0_drc = 445
detail_route.antenna_diodes = 0
detail_route.drc_violations = 0
drt.antenna.violating_nets = 0
detailedRoute.firstPassIterationCount = 5
dr_total_vias = 13700
avgViaCountPerCell = 5.05
drt-total-wl_mm = 48.1
wl_cell_um = 17.8

[critical_path]
setup.worst_path.class = in2out
crit_path_max_fanout = 35
critical_path.endpoint_type = output port
timing.critical_path.required_ns = 15.92
crit_arrival_ns = 12.80
worst_setup_path_start_kind = input port

[layout]
final_area_um2 = 20600
seq_cells = 0
seq_area_um2 = 0
drive_above_1_share = 0.0301
count_of_clock_buffers_in_the_final_design = 0
layout-area-overhead-vs-synth_pct = 8.12
final_cell_count_no_fill = 2705

[place]
place_inst = 2705
io_buffer_count = 96
gp_congestion = 0.968
pre_cts_ws_ns = 3.13
placedInstanceArea_um2 = 20600
detailedPlacementHpwl_mm = 38.7

[synthesis]
postSynthSeqShare = 0
syn_area_um2 = 19000
synthesis.yosys.warnings = 1
postSynthAreaPerCell_um2 = 8.84
synth_stat.cells = 2151
synthCells = 2151
ys_types = 60
ys_chip_area_um2 = 19000

[flow_run]
warning_count = 33
max_cap_viol_count = 0

[worst_hold_path]
min_path_type = in2out
through the flow:
| stage | util | hold WS (ns) |
|---|---|---|
| 2_1_floorplan | - | 8.11 |
| 3_3_place_gp | 0.547 | 8.88 |
| 3_5_place_dp | 0.547 | 8.88 |
| 4_1_cts | 0.547 | 8.89 |
| 5_1_grt | 0.547 | 8.93 |
| 6_report | 0.547 | 8.88 |
cells in the mapped netlist (all sizes together), types with 3 or more instances:
library cell,count,share of area
buf,6,0.0024
ha,183,0.12
inv,592,0.12
clkbuf,91,0.018
o21a,4,0.0016
xor2,17,0.0078
a31oi,5,0.0020
nand4,7,0.0023
nand2,288,0.057
mux2i,4,0.0021
nand2b,4,0.0013
and2,238,0.078
nand3,4,0.0017
a21o,28,0.011
nor2,49,0.0097
o21bai,5,0.0020
a21oi,41,0.011
o21ai,21,0.0055
fa,482,0.51
mux2,16,0.011
xnor2,25,0.012
nor3,3,0.0011
and3,4,0.0013
worst max-delay path, cell delays in order:
cell	delay [ns]
clkdlybuf4s50_1	0.84
clkinv_1	0.46
nor2_1	0.26
fa_1	0.46
fa_1	0.52
inv_1	0.05
fa_1	0.47
inv_1	0.05
fa_1	0.50
inv_1	0.05
fa_1	0.53
inv_1	0.05
fa_1	0.47
inv_1	0.05
fa_1	0.48
inv_1	0.04
ha_1	0.29
and3_1	0.17
o2111ai_1	0.34
o41ai_4	0.62
a31oi_2	0.26
a21oi_4	0.24
or4_4	0.17
nand3_4	0.38
nor3_1	0.36
xor2_1	0.17
clkdlybuf4s50_1	0.48
per-layer routing:
| metal | vias up | global-route usage | wire [um] |
|---|---|---|---|
| met5 | - | 0.0204 | 91 |
| met1 | 6834 | 0.446 | 20200 |
| met3 | 34 | 0.130 | 5770 |
| met2 | 522 | 0.432 | 21600 |
| met4 | 4 | 0.0210 | 402 |
| li1 | 6272 | - | - |
path summary, 6_finish.rpt:
path	to	depth (start not counted)	slack (ns)	startpoint
max	result[29]	27	3.12	B[8]
min	result[31]	3	8.88	B[31]
kinds of logic after synthesis:
logic type / Yosys count / synth area share
buf+inv: 691 / 0.138
fa+ha+maj: 665 / 0.628
simple gates: 608 / 0.158
compound gates: 125 / 0.0442
xor+xnor: 42 / 0.0193
mux: 20 / 0.0136
cell type report:
cell class | instances | area (um2)
Fill cell | 3414 | 17000
Inverter | 594 | 2230
Timing Repair Buffer | 140 | 1290
Multi-Input combinational cell | 1460 | 16400
Tap cell | 511 | 639
placed cells by master, fill, tap and decap left out, types with 2 or more instances in the layout:
cell type,Yosys,routed
nand2_1,288,288
a21boi_0,2,2
o21bai_1,5,5
fa_1,482,482
mux2_4,10,10
clkdlybuf4s50_1,0,96
nor2_1,49,49
ha_1,183,183
o21ai_0,20,20
inv_1,592,592
nor3_1,2,2
nand4_1,7,7
and3_1,4,4
mux2i_1,4,4
nand3_1,3,3
and4_1,2,2
a31oi_1,4,4
xor2_1,17,17
o211ai_1,2,2
nand2b_1,4,4
xnor2_1,25,25
a21oi_1,40,40
clkinv_1,2,2
o21a_1,4,4
a21o_1,28,28
buf_4,2,44
mux2_2,2,2
and2_1,238,238
o31ai_1,2,2
a41oi_1,2,2
mux2_1,4,4
