`design.v`:
```
module EX_stage(
    input [31:0] inst,pc_increase_result,operand_1,operand_2,sign_extended,MEM_alu_out,WB_out,
    input [4:0] aluctrl,destReg,
    input MemWrite,memtoreg,branch,jump,shift,alusrc,regWrite,is_byte,
    input [1:0] sel_val1,
    input [1:0] sel_val2,
    output [4:0] destReg_out,
    output MemWrite_out,memtoreg_out,regWrite_out,is_byte_out,
    output [31:0] alu_out,next_pc,operand_2_out ,
    output b_or_j 
);
    wire z_flag;
    wire [31:0] alu_src_mux_out;
    wire [4:0] sa;
    wire [31:0] sa_select_mux_out;
    wire [31:0] src1,src2;
    assign b_or_j = (~z_flag & branch) | jump ; 
    assign MemWrite_out = MemWrite;
    assign  destReg_out = destReg;
    assign memtoreg_out = memtoreg;
    assign regWrite_out = regWrite;
    assign operand_2_out = src2;
    assign is_byte_out = is_byte;
    mux3in1 src1_mux(
       .in1(operand_1),
       .in2(MEM_alu_out),
       .in3(WB_out),
       .s(sel_val1),
       .out(src1) 
    );
    mux3in1 src2_mux(
       .in1(operand_2),
       .in2(MEM_alu_out),
       .in3(WB_out),
       .s(sel_val2),
       .out(src2) 
    );
    mux alu_src_mux(
       .in1(src2),
       .in2(sign_extended),
       .s(alusrc),
       .out(alu_src_mux_out) 
    );
    assign sa = inst[10:6];
    mux sa_select_mux(
        .in1(src1),
        .in2({27'b0 , sa}),
        .s(shift),
        .out(sa_select_mux_out)
    );
    alu alu(
       .reg1_data(sa_select_mux_out),
       .reg2_data(alu_src_mux_out),
       .alu_control(aluctrl),
       .result(alu_out),
       .z_flag(z_flag)
    );
    wire [15:0] immAdd ;
    assign immAdd = sign_extended[15:0];
    wire [31:0] adder_sign_extend_result,pc_add_result,jump_mux_out;
    assign next_pc = jump_mux_out;
    singExtend adder_sign_extend(
        .input_data(immAdd),
        .i_sign(1'b1),
        .out(adder_sign_extend_result)
    );
    adder pc_adder(
        .in1(pc_increase_result),
        .in2( {adder_sign_extend_result[29:0]  ,2'b00}),
        .out(pc_add_result)
    );
    mux jump_mux(
       .in1(pc_add_result),
       .in2({pc_increase_result[31:28],inst[25:0],2'b00}),
       .s(jump),
       .out(jump_mux_out) 
    );
endmodule
module adder (
    in1,in2,out
);
    input [31:0] in1,in2;
    output [31:0] out;
    assign out = in1 + in2;
endmodule
module alu(reg1_data,reg2_data,alu_control,result,z_flag);
input signed [31:0] reg1_data,reg2_data;
input [4:0] alu_control;
output reg [31:0] result;
output z_flag;
assign z_flag = (result == 32'b0) ? 1 : 0;
wire carry;
wire [31:0] mul_result,div_result;
multiplier mul(reg1_data,reg2_data,mul_result);
divider div(reg1_data,reg2_data,div_result);
always @(alu_control or reg1_data or reg2_data) begin
    case (alu_control)
        5'b00000 : result = reg1_data ^ reg2_data;
        5'b00001 : begin 
            result = reg2_data << reg1_data;
           end  
        5'b00010 : result = reg2_data << reg1_data;
        5'b00011 : result = reg2_data >> reg1_data;
        5'b00100 : result = reg1_data - reg2_data;
        5'b00101 : result = reg2_data >> reg1_data;
        5'b00110 : 
            begin
                if (reg1_data < reg2_data)
                    result = 1;
                else
                    result = 0;
            end
        5'b00111 : result = 0;
        5'b01000 : result =  reg1_data - reg2_data;
        5'b01001 : result = reg1_data | reg2_data;
        5'b01010 : result = ~(reg1_data | reg2_data);
        5'b01011 : result =  reg1_data + reg2_data;
        5'b01100 : result = mul_result;
        5'b01101 : result = div_result;
        5'b01110 : result = reg1_data & reg2_data;
        5'b01111 : result =  reg1_data + reg2_data;
        5'b10000 : result = reg2_data >>> reg1_data;
        5'b10001 :
            begin
                if (reg1_data == reg2_data) 
                    result = 1;
                else
                    result = 0;
            end
        5'b10010 :
            begin
                if (reg1_data != reg2_data) 
                    result = 1;
                else
                    result = 0;
            end
        5'b10011 : 
            begin
                if (reg1_data <= 0) 
                    result = 1;
                else
                    result = 0;
            end          
        5'b10100 : 
            begin
                if (reg1_data > 0) 
                    result = 1;
                else
                    result = 0;
            end                    
        5'b10101 : 
            begin
                if (reg1_data >= 0) 
                    result = 1;
                else
                    result = 0;
            end
        5'b10110 : result = reg2_data << 16;
        default: result = 32'b0;
    endcase 
end
endmodule
module divider (a,b,quotient);
input logic signed[31:0] a,b;
output logic signed[31:0] quotient; 
initial begin
	quotient = a / b;
end	
endmodule
module multiplier(a,b,low);
input [31:0] a,b;
wire [63:0] sum;
output [31:0] low;
assign sum = $signed(a)*$signed(b); 
assign low = sum[31:0];
endmodule
module mux (
    in1,in2,s,out
);
     parameter n  = 32 ; 
    input [n-1:0] in1,in2;
    input s;
    output [n-1:0] out;
    assign out = s ? in2 : in1;
endmodule
module mux3in1 (
    in1,in2,in3,s,out
);
    input [31:0] in1,in2,in3;
    input [1:0] s;
    output [31:0] out;
    assign out = (s==2'b10) ? in3 : (s==2'b01) ? in2 : in1;
endmodule
module singExtend (
    input_data 
    , i_sign 
    ,out
);
    input i_sign;
    input [15:0] input_data;
    output [31:0] out;
    assign out[15:0] = input_data;
    assign out[31:16] = ((input_data[15] && i_sign ) ? 16'hFFFF : 16'h0);
endmodule
```
`constraint.sdc`:
```
current_design EX_stage

set clk_period 343.3
set clk_io_pct 0.2

create_clock -name clk0 -period $clk_period

set non_clock_inputs [all_inputs -no_clocks]
set_input_delay [expr $clk_period * $clk_io_pct] -clock clk0 $non_clock_inputs
set_output_delay [expr $clk_period * $clk_io_pct] -clock clk0 [all_outputs]
```
`run.sh`:
```
#!/bin/bash
# OpenROAD 26Q1-2900-gdf79404cd8, Yosys 0.63+post, stock flow scripts
make -C /OpenROAD-flow-scripts/flow DESIGN_CONFIG=/design/flow/config.mk WORK_HOME=/design/flow/orfs finish
```
`config.mk`:
```
export PLATFORM = sky130hd
export DESIGN_NAME = EX_stage
export DESIGN_NICKNAME = EX_stage
export VERILOG_FILES = /design/flow/design.v
export SDC_FILE = /design/flow/constraint.sdc
export NUM_CORES = 4
export LEC_CHECK = 1
export CORE_UTILIZATION = 50
```
==> flow_metrics.py <==
# Flow results
metrics = {
    "status": {
        "status": "complete, no violations",
    },
    "floorplan": {
        "io-pin-count": 352,
        "fp_util_pct": 50.5,
        "row_count": 125,
        "fp.dieH_um": 345,
        "core_um2": 116000,
        "dieArea_um2": 119000,
        "die_w_um": 345,
    },
    "timing": {
        "finalHoldViolations": 0,
        "hold_ws_ns": 137.32,
        "fmax_ghz": 0.00417,
        "grt_setup_unrepaired": "no",
        "setup_viol_count_final": 0,
        "setup_tns_ns": 0,
        "period_used_pct": 69.9,
        "max_slew_margin_pct": 21.2,
        "period_minus_slack_ns": 240.00,
        "maxSlewViolCount": 0,
        "tightest_slew_ns": 1.17,
    },
    "synthesis": {
        "synth_stat.cells": 8391,
        "ys_area_um2": 58700,
        "ys_seq_share_pct": 0,
        "synth.distinct_cells": 113,
        "netlist_instances": 8391,
        "syn_avg_cell_area_um2": 7.00,
        "ys_warn_count": 2,
        "syn_area_um2": 58700,
    },
    "route": {
        "ant_nets": 0,
        "first_pass_iters": 9,
        "drt_wl_total_um": 287000,
        "drt-initial-drc-count": 7235,
        "vias": 66000,
        "routedWlPerCell_um": 28.4,
        "drc": 0,
        "via_per_inst": 6.54,
    },
    "global_route": {
        "grt_max_degree": 68,
        "antenna_found_initial": 23,
        "grt_pass1_wl_um": 410000,
        "grt_pass1_vias": 60300,
        "grt-ovfl-total": 0,
        "grt_use_total_pct": 48.9,
    },
    "critical_path": {
        "cp_max_fo": 52,
        "startpoint_type": "input port",
        "crit_top_cell": "a21oi_1",
        "critPathSlowestCell": "nor4_1",
        "crit_arrival_ns": 171.34,
        "cp_num_buf_inv": 39,
        "critical-path-top-delay-family": "AND-OR/OR-AND gates",
        "path_class": "input port to output port",
        "endpoint_kind": "output port",
        "cp.required_ns": 274.64,
        "slowest_delay_ns": 0.96,
    },
    "power_and_ir_drop": {
        "power_density_nw_per_um2": 9.83,
        "ir_drop_uv": 45.8,
        "p_switching_uw": 395,
        "p_int_uw": 239,
        "switching_share_pct": 62.3,
        "p_leak_nw": 30.6,
    },
    "final_layout": {
        "drive_above_1_share_pct": 7.01,
        "clock_buffers": 0,
        "syn_to_final_growth_pct": 9.96,
        "regArea_um2": 0,
        "seq_cells": 0,
        "fill_cells": 11000,
    },
    "placed_design": {
        "port-buffer-count": 328,
        "gp_congestion": 1.15,
        "dp_hpwl_um": 231000,
    },
    "clocking": {
        "cts_resized": 0,
        "cts_setup_buffers": 0,
        "hold_buffers": 0,
    },
    "run": {
        "maxCapViolCount": 0,
        "tool_warnings": 102,
    },
    "worst_hold_path": {
        "hold_path.class": "input port to output port",
    },
}
==> per-stage QoR <==
step                instance area, um2  cells  utilization, %  setup slack [ns]  power (mW)
CTS                              64500  10100            55.4            106.12       0.617
global placement                 64500  10100            55.4            107.25       0.606
finish                           64600  10100            55.5            103.30       0.634
global route                     64500  10100            55.5             98.10       0.691
floorplan                        58700   8391               -            117.84       0.408
detailed placement               64500  10100            55.4            106.52       0.612
==> logic make-up (layout without fill, tap and decap cells) <==
kind of cell,after synthesis,after routing,synth area share [%]
AND-OR/OR-AND,2356,2356,26.6
XOR/XNOR,490,490,7.31
adder cells (fa/ha/maj),1216,1216,31.2
buffers and inverters,1234,1400,8.08
multiplexers,244,244,4.45
other,0,14,0
AND/OR/NAND/NOR,2851,2851,22.4
==> Yosys cell counts (all sizes together), types with 113 or more instances <==
cell	n	area, um2
a21o	191	1430
a21oi	593	2980
buf	113	538
clkbuf	312	1170
fa	411	8230
ha	805	10100
inv	792	2970
mux2i	136	1360
nand2	1003	3770
nand3	141	736
nor2	841	3160
nor3	245	1240
o21a	173	1300
o21ai	510	2550
xnor2	346	3030
xor2	144	1260
==> placed cells by master (no fill, tap or decap), drive strengths merged, types with 56 or more instances in the layout <==
master and n:
nand2b 84, nand2 1003, ha 805, inv 792
nand3 141, clkdlybuf4s50 323, xnor2 346, fa 411
o21ai 510, mux2i 136, o211ai 80, a211oi 67
or3 72, nor2b 86, or2 56, nor2 841
and3 60, xor2 144, o31ai 76, nor3 245
mux2 105, a21oi 593, a221oi 59, a21o 191
a31oi 99, o21a 173, buf 268
==> final cells by class <==
class	instances	area [um2]	share of cell area, %
Tap cell	1524	1910	2.95
Inverter	809	3040	4.70
Antenna cell	14	35.0	0.0543
Multi-Input combinational cell	7157	54300	84.2
Timing Repair Buffer	591	5230	8.11
==> layer usage <==
layer	vias up	GRT usage, %	part of all wire (%)
met3	811	21.9	14
met1	31300	66.4	40
met2	3880	65.6	39
met4	24	23.9	6.3
met5	-	3.73	0.18
li1	30000	-	-
==> final timing paths <==
check	from	endpoint	cells after the start
min	MemWrite	MemWrite_out	0
max	sel_val2[1]	b_or_j	395
==> power by group through the flow <==
stage | clock, mW | sequential, mW | combinational (mW)
4_1_cts | 0 | 0 | 0.617
5_1_grt | 0.000000000121 | 0 | 0.691
Power figures rest on the tool's default switching activity, not on a simulated workload.
